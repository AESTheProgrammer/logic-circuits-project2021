## flow/run.sh

```bash
#!/bin/bash
# OpenROAD 26Q1-2900-gdf79404cd8, Yosys 0.63+post, stock flow scripts
make -C /OpenROAD-flow-scripts/flow DESIGN_CONFIG=/design/flow/config.mk WORK_HOME=/design/flow/orfs finish
```

## flow/config.mk

```make
export PLATFORM = sky130hd
export DESIGN_NAME = controller
export DESIGN_NICKNAME = controller
export VERILOG_FILES = /design/flow/design.v
export SDC_FILE = /design/flow/constraint.sdc
export NUM_CORES = 4
export LEC_CHECK = 1
export CORE_AREA = 10 10 87 87
export DIE_AREA = 0 0 97 97
```

## flow/constraint.sdc

```tcl
current_design controller

set clk_period 1.7
set clk_io_pct 0.2

create_clock -name clk0 -period $clk_period [get_ports {clock}]

set non_clock_inputs [all_inputs -no_clocks]
set_input_delay [expr $clk_period * $clk_io_pct] -clock clk0 $non_clock_inputs
set_output_delay [expr $clk_period * $clk_io_pct] -clock clk0 [all_outputs]
```

## flow/design.v

```verilog
`timescale 1 ns/1 ns
module controller(
input [2:0] system_token,
input request,
input [7:0] TimeData,
input reset,
input clock,
input confirm,
input [2:0] user_token,
output [7:0] data_Q,
output [7:0] data_P
);
	reg[2:0] PS;
	reg[2:0] NS;
	reg en_Q, en_P;
	parameter S0 = 3'b000, S1 = 3'b001, S2 = 3'b010, S3 = 3'b011, S4 = 3'b100;
	register r1(TimeData, clock, reset, en_Q, data_Q),
				r2(TimeData, clock, reset, en_P, data_P);
	always @(posedge clock or negedge request)
		if (~request) PS <= S0;
		else PS <= NS;
	always @(user_token or system_token or request
				or confirm or TimeData or PS)
		case (PS)
			S0: begin 
					if (request) NS <= S1;
					else NS <= S0;
					en_Q <= 0;
					en_P <= 0;
				end
			S1: if (confirm) NS <= (user_token == system_token ? S2 : S3);
					else NS <= S1;
			S2: if (confirm) 
					begin
						if (TimeData[7] && TimeData[6] && TimeData[5]
							&& TimeData[4] && TimeData[3]) begin en_P <= 1; en_Q <= 0; end
						else if (!TimeData[7] || !TimeData[6] || !TimeData[5]
							|| !TimeData[4] || !TimeData[3]) begin en_Q <= 1; en_P <= 0; end
						else begin en_P <= 0; en_Q <= 0; end
						NS <= S4;
					end
				else NS <= S2;
			S3: NS <= S3;
			S4: NS <= S0;
			default: NS <= S0;
		endcase
endmodule
`timescale 1 ns/1 ns
module register(
input [7:0] D,
input CLK, 
input RST,
input en,
output reg[7:0] Q
);
	always @(posedge CLK)
		if (en) 
		begin
			if (!RST) Q = 8'b00000000;
			else Q = D;
		end
		else Q = Q;
endmodule
```

==> summary.txt <==
flow finished, numbers: VDD IR max=311 uV, ys cells=between 40 and 50, CTS max path bufs=2, leakage power=approximately 0.00045 uW, PortBufs=33, met3 Use GR=0.0272, Top cells excl fill/tap=33 x clkdlybuf4s50_1, 16 x edfxtp_1, 9 x and2_1, n_diodes=0, dominant logic cell type in the layout=clkdlybuf4s50_1, final setup vio count=0, reg2reg setup slack=approximately 950 ps, FF+latch area=just over 600 um^2, H-tree depth=1, Final GP Congestion=0.687, worst path bufs/invs=1, DRT Wirelength=between 1500 and 2000 um, syn_area_per_cell=16.7 um^2, Max Freq=707 MHz, layout cells sized above 1=0.0723, critical path's slowest cell=clkdlybuf4s50_1, FP Core Util=0.136, Tightest Pin Transition=between 300 and 400 ps, fin crit period=between 1000 and 1500 ps, Final Skew=0.117 ps, Worst EP required=1360 ps, Comb gate area=145 um^2, Die W=97 um, final core utilization=0.223, CP top delay family=buffers and inverters, YS chip area=768 um^2, slew margin rel.=0.759, crit-path cells=clkdlybuf4s50_1, postcts setup bufs=0, GR Util met1=0.0330, area grow syn2layout=64.0%, Root Driver=clkbuf_8, GRT met2 Usage=0.0624, status=finished clean, HPWL Detailed=1520 um, register pins left without a clock=2, initial antenna violation count=0, final instance area=1260 um^2, tool warnings=25, placed insts=151, CTS tree=built, Post-CTS Hold Fix Bufs=0, reg2reg path depth=2, die height=97 um, Final Max Tran Viols=0, Crit Path Max Fanout=1, final cell count without fillers=155, clock slew at reported path FFs=70 ps, fillcell total=roughly 580, clock buffers created by TritonCTS=3, largest net degree at the start of global routing=13, endpoints left unconstrained=18, Placement Cell Area=~1200 um^2, Unique cell types=16, Syn Std Cell Area=768 um^2, Worst Setup Path Type=flop to primary output, placement row count=27, clk ins delay skew pair=250 ps, YS warnings=2, Final Hold Slack=just over 300 ps, slowest stage delay, CP=500 ps, first-pass GRT wire length=around 2700 um, vias post-DR=508, Cells after Synth=between 40 and 50, Detailed Route Iter0 Violations=7, Critical Path AT=around 1100 ps, routed len/inst=roughly 11 um, period utilization=0.832, gr usage total=0.0356, RSZ-0062 raised after global routing=false, PwrDens=830 nW/um^2, post-CTS sizing=0, max-capacitance violation count=0, final hold violation count=0, R2R Path End=PS[3], grt peak-use layer=met2, First-pass DRT Iterations=3, vias per inst=~3.3, DRC viols=0, Crit. End Element=primary output, IO Pins=34, die area=9410 um^2, setup TNS=0 ps, worst hold path type=primary input to async pin, Synthesized registers=22, GR Overflow Total=0, launching point of the worst reg2reg path=PS[0], CP Launch Type=flop, total core area=5640 um^2, Final ANT Viol Nets=0, number of global-route vias before repair=537
[cell usage after synthesis]
| library cell | count | area share |
|---|---|---|
| dlxtn_1 | 2 | 0.039 |
| and3_1 | 1 | 0.0081 |
| o21ai_0 | 1 | 0.0065 |
| nand2_1 | 1 | 0.0049 |
| a21oi_1 | 2 | 0.013 |
| and4_1 | 1 | 0.011 |
| dfstp_2 | 1 | 0.034 |
| nand3_1 | 1 | 0.0065 |
| o32ai_2 | 1 | 0.021 |
| edfxtp_1 | 16 | 0.63 |
| xor2_1 | 2 | 0.023 |
| and2_1 | 9 | 0.073 |
| a21o_1 | 1 | 0.0098 |
| xnor2_1 | 1 | 0.011 |
| dfrtp_1 | 3 | 0.098 |
| inv_1 | 3 | 0.015 |
[registers in the layout, summed over array words and instances (netlist names)]
signal  cells
r1.Q        8
r2.Q        8
en_P        1
PS          4
en_Q        1
[cell families (layout without fill, tap and decap cells)]
logic type | count (synthesis) | in the layout | synth area share
compound gates | 5 | 5 | 0.0505
xor+xnor | 3 | 3 | 0.0342
buf+inv | 3 | 40 | 0.0147
flops | 20 | 20 | 0.757
latches | 2 | 2 | 0.0391
simple gates | 13 | 13 | 0.104
[per-stage QoR]
stage | worst slack, ps | power (uW)
5_1_grt | 237 | 1080
3_5_place_dp | 345 | 603
3_3_place_gp | 389 | 601
4_1_cts | 261 | 1060
6_report | 286 | 1050
2_1_floorplan | 866 | 554
[power breakdown]
part	switching [uW]	internal (uW)
Clock	140	314
Sequential	0.00118	529
Combinational	19.8	43.0
Total	160	886
[layout make-up]
type / instances / share of cell area
clock buffers: 3 / 0.0328
clock inverters: 1 / 0.0238
inverters: 3 / 0.00894
multi-input cells: 21 / 0.115
flip-flops and latches: 22 / 0.486
well taps: 72 / 0.0715
repair buffers: 33 / 0.262
[worst max path at each step]
| stage | startpoint | endpoint | cells past startpoint | slack [ps] |
|---|---|---|---|---|
| 5_1_grt | r2.Q[4] | data_P[4] | 1 | 240 |
| 6_report | r2.Q[4] | data_P[4] | 1 | 290 |
| 4_1_cts | r2.Q[4] | data_P[4] | 1 | 260 |
[metal layers]
layer | share of wire | routed length (um)
met5 | 0 | 0
met1 | 0.35 | 614
met2 | 0.51 | 885
met4 | 0.0057 | 10
met3 | 0.13 | 232
Power and IR drop assume default switching activity.
